==> /design/flow/config.mk <==
export PLATFORM = sky130hd
export DESIGN_NAME = sdram_controller
export DESIGN_NICKNAME = sdram_controller
export VERILOG_FILES = /design/flow/design.v
export SDC_FILE = /design/flow/constraint.sdc
export NUM_CORES = 4
export LEC_CHECK = 1
export CORE_UTILIZATION = 40
==> /design/flow/constraint.sdc <==
current_design sdram_controller

set clk_period 1.9
set clk_io_pct 0.2

create_clock -name clk0 -period $clk_period [get_ports {in_HCLK}]

set non_clock_inputs [all_inputs -no_clocks]
set_input_delay [expr $clk_period * $clk_io_pct] -clock clk0 $non_clock_inputs
set_output_delay [expr $clk_period * $clk_io_pct] -clock clk0 [all_outputs]
==> /design/flow/design.v <==
module sdram_controller(
input        in_HCLK,
input        in_HRESET,
input        in_HWRITE,
input        in_HSEL,
input [31:0] in_HWDATA,
input [31:0] in_HADDR,
output reg        out_HREADY,
output reg [31:0] out_HRDATA,
input [31:0] in_sdram_read_data,
output reg       out_CS,               
output reg       out_write_en,
output reg       out_CAS,              
output reg       out_RAS,              
output reg[1:0]  out_bank_select,      
output reg[13:0] out_sdram_addr,      
output reg[31:0] out_sdram_write_data 
);
	reg [31:0] hold_HWDATA;
	reg [31:0] hold_sdram_read_data;
	reg [3:0] state, next_state;
	localparam IDLE       = 4'b0000,
			READ_ACT      = 4'b0001,
			READ_NOP1     = 4'b0010,
			READ_CAS      = 4'b0011,
			READ_NOP2     = 4'b0100,
			READ_NOP3     = 4'b0101,
			WRITE_ACT     = 4'b0110,
			WRITE_NOP1    = 4'b0111,
			WRITE_CAS     = 4'b1000,
			WRITE_NOP2    = 4'b1001,
			WRITE_NOP3    = 4'b1010;
	always @(posedge (in_HRESET) or posedge(in_HCLK))begin
		if (in_HRESET)begin
			state                            <= IDLE;
		end
		else begin
			state                            <= next_state;
		end
	end
	always @(*) begin
		case(state)
			IDLE: begin
				if (in_HSEL == 1'b1 && in_HWRITE == 1'b1)begin
					out_HREADY                 = 1'b0;
					hold_sdram_read_data[31:0] = in_sdram_read_data[31:0];
					next_state                 = READ_ACT;
				end
				else if(in_HSEL == 1'b1 && in_HWRITE == 1'b0)begin
					out_HREADY                 = 1'b0;
					hold_HWDATA[31:0]          = in_HWDATA[31:0];	
					next_state                 = WRITE_ACT;                
				end
				else begin
					next_state = IDLE;
				end
			end
			READ_ACT: begin          
				out_sdram_addr[13:0] = in_HADDR[13:0];
				out_bank_select[1:0] = in_HADDR[15:14];				
				out_CS       = 1'b0;
				out_RAS      = 1'b0;
				out_CAS      = 1'b1;
				out_write_en = 1'b1;
				next_state = READ_NOP1;
			end
			READ_NOP1: begin 
				out_CS       = 1'b0;
				out_RAS      = 1'b1;
				out_CAS      = 1'b1;
				out_write_en = 1'b1;
				next_state   = READ_CAS;
			end
			READ_CAS: begin 
				out_sdram_addr[13:0] = in_HADDR[24:16];
				out_bank_select[1:0] = in_HADDR[15:14];			
				out_CS       = 1'b0;
				out_RAS      = 1'b1;
				out_CAS      = 1'b0;
				out_write_en = 1'b1;
				next_state   = READ_NOP2;				
			end
			READ_NOP2: begin 
				out_CS       = 1'b0;
				out_RAS      = 1'b1;
				out_CAS      = 1'b1;
				out_write_en = 1'b1;
				next_state   = READ_NOP3;
			end
			READ_NOP3: begin 
				out_HRDATA[31:0] = hold_sdram_read_data[31:0];  
				out_HREADY       = 1'b1;
				out_CS       = 1'b0;
				out_RAS      = 1'b1;
				out_CAS      = 1'b1;
				out_write_en = 1'b1;
				next_state   = IDLE;
			end
			WRITE_ACT: begin          
				out_sdram_addr[13:0] = in_HADDR[13:0];
				out_bank_select[1:0] = in_HADDR[15:14];				
				out_CS       = 1'b0;
				out_RAS      = 1'b0;
				out_CAS      = 1'b1;
				out_write_en = 1'b1;
				next_state = WRITE_NOP1;
			end
			WRITE_NOP1: begin 
				out_CS       = 1'b0;
				out_RAS      = 1'b1;
				out_CAS      = 1'b1;
				out_write_en = 1'b1;
				next_state   = WRITE_CAS;
			end		
			WRITE_CAS: begin 
				out_sdram_addr[13:0] = in_HADDR[24:16];
				out_bank_select[1:0] = in_HADDR[15:14];
				out_CS       = 1'b0;
				out_RAS      = 1'b1;
				out_CAS      = 1'b0;
				out_write_en = 1'b0;
				next_state   = WRITE_NOP2;					
			end
			WRITE_NOP2: begin 
				out_CS       = 1'b0;
				out_RAS      = 1'b1;
				out_CAS      = 1'b1;
				out_write_en = 1'b1;
				next_state   = WRITE_NOP3;
			end
			WRITE_NOP3: begin 
				out_sdram_write_data = hold_HWDATA;
				out_CS       = 1'b0;
				out_RAS      = 1'b1;
				out_CAS      = 1'b1;
				out_write_en = 1'b1;
				next_state   = IDLE;
			end		
			default: begin  
				out_CS       = 1'b1;
				out_RAS      = 1'b1;
				out_CAS      = 1'b1;
				out_write_en = 1'b1;
				next_state   = IDLE;
			end
		endcase
	end
endmodule
==> /design/flow/run.sh <==
#!/bin/bash
# OpenROAD 26Q1-2900-gdf79404cd8, Yosys 0.63+post, stock flow scripts
make -C /OpenROAD-flow-scripts/flow DESIGN_CONFIG=/design/flow/config.mk WORK_HOME=/design/flow/orfs finish
==> results.py <==
# Auto-generated metrics
metrics = {
    "detailed_routing": {
        "vias": 1906,
        "detail_route.wl_per_cell_um": 13.7,
        "routed_via_density": 4.22,
        "drtAntennaViolNets": 0,
        "first_pass_iters": 3,
        "num_antenna_cells": 0,
        "drt_drc_violations_left": 0,
        "drt-total-wl_um": 6200,
        "dr.first_iter.drc_count": 33,
    },
    "logic_synthesis": {
        "synth.yosys.warnings": 1,
        "ys_types": 19,
        "yosys_area_sq_um": 2770,
        "synth_cells": 191,
        "synth-seq-cells": 160,
        "syn_area_per_cell_sq_um": 14.5,
        "syn_area_sq_um": 2770,
        "ys_cells": 191,
    },
    "final_layout": {
        "drive_gt1_share_pct": 6.67,
        "final_cells": 452,
        "syn2layout_area_growth_pct": 69.8,
        "final_core_util_pct": 72.0,
    },
    "clocking": {
        "clock_latency_ps": 230,
        "cts.clk_slew.worst_paths_ps": 50,
        "cts_buffers": 3,
        "cts-root-buf": "clkbuf_8",
        "cts.htree.levels": 1,
        "ctsResizeCount": 0,
        "postCtsSetupRepairBufs": 0,
        "cts.path.max_buffers": 2,
        "cts_tree": "built",
        "cts-hold-fix-buffers": 0,
    },
    "global_routing": {
        "first_global_vias": 1962,
        "grt_first_pass_wirelength_um": 9730,
        "antenna_found_initial": 0,
        "grt_usage_pct": 18.2,
        "grt_overflow": 0,
        "grt_max_degree": 36,
    },
    "final_timing": {
        "worst_slew_pin_slew_ps": 514,
        "fmax_mhz": 1110,
        "finalClockPeriodUsage_pct": 47.4,
        "min_period_ps": 900,
        "setup-violations-final": 0,
        "max_slew_margin_pct": 65.8,
        "whs_ps": 369,
        "untimed_endpoints": 234,
        "skew_ps": 1.54,
        "drv_slew": 0,
        "unclocked_pins": 149,
        "rsz0062_at_grt": "no",
        "finalHoldViolations": 0,
        "tns_ps": 0,
    },
    "critical_path": {
        "worstSetupStartpointType": "input port",
        "slowest_delay_ps": 510,
        "critPathKind": "in2reg",
        "rr_endpoint": "state[0]",
        "slowest_stage": "clkdlybuf4s50_1",
        "critical_path.top_delay_family": "buffers and inverters",
        "cp.arrival_ps": 1060,
        "cp.required_ps": 2060,
        "r2r_cells": 3,
        "cp-end-kind": "register",
        "worstPathCellList": "clkdlybuf4s50_1 > nand2_1 > nor2_1",
        "critPathMaxFanout": 3,
        "r2r_start": "state[8]",
        "startpoint": "in_HSEL",
        "ff2ff_setup_slack_ps": 1010,
        "crit_buf_inv": 1,
    },
    "place": {
        "hpwl_um": 5060,
        "dp.cells": 448,
        "io_buffers": 177,
        "gp_congestion": 0.802,
    },
    "floorplan": {
        "rows": 29,
        "fp-utilization_pct": 42.4,
        "dieArea_sq_um": 7260,
        "dieWidth_um": 85.2,
        "die_y_um": 85.2,
        "coreArea_sq_um": 6530,
        "io_pins": 185,
    },
    "run": {
        "max-cap-violations": 0,
        "tool_warnings": 33,
    },
    "pwr": {
        "peakVddDrop_uv": 295,
        "power_density_nw_per_um2": 251,
        "p_leak_uw": 0.00220,
    },
    "outcome": {
        "status": "complete, no violations",
    },
    "min_path": {
        "min-delay-start": "state[10]",
        "min_to": "state[1]",
        "min_path_type": "reg2reg",
        "holdPathStages": 0,
    },
}
## sequential cells by signal, indices dropped and copies added (netlist names)
name and count:
out_sdram_write_data 32, out_HRDATA 32, out_RAS 1, out_CS 1, out_HREADY 1, out_write_en 1
hold_HWDATA 32, hold_sdram_read_data 32, out_CAS 1, out_bank_select 2, state 11, out_sdram_addr 14
## per-layer routing
layer | global-route usage [%] | vias to the layer above | wire length (um) | part of all wire [%]
li1 | - | 953 | - | -
met1 | 23.6 | 837 | 2420 | 39
met2 | 30.1 | 110 | 2870 | 46
met3 | 8.69 | 6 | 846 | 14
met4 | 1.85 | 0 | 67 | 1.1
met5 | 0 | - | 0 | 0
## cells in the mapped netlist
master    count  area (sq um)
dfstp_2       1          26.3
and2_2        5          37.5
inv_1         4          15.0
a21boi_0      1          7.51
nor2_1        3          11.3
dlxtn_1      85          1280
nand3_1       1          5.00
nor4_2        1          12.5
mux2_4        4          60.1
or2_2         1          6.26
dfrtp_1      10           250
dlxtp_1      64           961
o21ai_0       1          5.00
nor4_1        1          6.26
nor2_4        1          11.3
nand2_1       1          3.75
buf_6         1          11.3
and3_1        1          6.26
mux2_2        5          56.3
## kinds of logic (layout without fill, tap and decap cells)
kind of cell | count (synthesis) | count (layout) | share of synthesized area, %
latches | 149 | 149 | 80.9
and+or+nand+nor | 15 | 15 | 3.62
DFF | 11 | 11 | 9.99
muxes | 9 | 9 | 4.20
buffers and inverters | 5 | 189 | 0.949
AOI/OAI and AO/OA | 2 | 2 | 0.452
## how the worst max path moves through the flow
stage     endpoint  slack [ps]  depth (start not counted)
4_1_cts   state[0]         990                          3
5_1_grt   state[0]         940                          3
6_report  state[5]        1000                          3
## where the power goes
group	switching [uW]	total, uW	internal, uW
Clock	75.4	222	146
Sequential	37.0	574	537
Combinational	112	384	272
Total	224	1180	956
## cells in the final DEF (no fill, tap or decap), types with 3 or more instances in the layout
master           count
clkbuf_8             3
and2_2               5
buf_4                4
dlxtn_1             85
dfrtp_1             10
nor2_1               3
inv_1                4
clkdlybuf4s50_1    177
mux2_2               5
dlxtp_1             64
mux2_4               4
## cell type report
type,instances,area (sq um)
sequential,160,2510
fill,492,1830
timing repair buffer,181,1800
multi-input combinational,26,229
tap,77,96.3
clock buffer,4,45.0
inverter,4,15.0
## per-stage QoR
stage	setup slack, ps	area [sq um]	power, uW
4_1_cts	993	4700	1200
3_3_place_gp	799	4660	960
5_1_grt	941	4700	1250
6_report	1000	4700	1180
3_5_place_dp	784	4660	970
2_1_floorplan	692	2770	666
Power is estimated from default activity; no workload was simulated.
